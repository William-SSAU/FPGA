[./config.mk]
export PLATFORM = sky130hd
export DESIGN_NAME = top
export DESIGN_NICKNAME = top
export VERILOG_FILES = /design/flow/design.v
export SDC_FILE = /design/flow/constraint.sdc
export NUM_CORES = 4
export LEC_CHECK = 1
export CORE_UTILIZATION = 50
[./constraint.sdc]
current_design top

set clk_period 1.7
set clk_io_pct 0.2

create_clock -name clk0 -period $clk_period [get_ports {clk}]

set non_clock_inputs [all_inputs -no_clocks]
set_input_delay [expr $clk_period * $clk_io_pct] -clock clk0 $non_clock_inputs
set_output_delay [expr $clk_period * $clk_io_pct] -clock clk0 [all_outputs]
[./design.v]
`timescale 1ns / 1ps
module vga
# (
    parameter N_MIXER_PIPE_STAGES = 0,
              HPOS_WIDTH          = 10,
              VPOS_WIDTH          = 10,
              H_DISPLAY           = 640,   
              H_FRONT             =  16,   
              H_SYNC              =  96,   
              H_BACK              =  48,   
              V_DISPLAY           = 480,   
              V_BOTTOM            =  10,   
              V_SYNC              =   2,   
              V_TOP               =  33    
)
(
    input                         clk,
    input                         reset,
    output reg                    hsync,
    output reg                    vsync,
    output reg                    display_on,
    output reg [HPOS_WIDTH - 1:0] hpos,
    output reg [VPOS_WIDTH - 1:0] vpos
);
    localparam H_SYNC_START  = H_DISPLAY    + H_FRONT + N_MIXER_PIPE_STAGES,
               H_SYNC_END    = H_SYNC_START + H_SYNC  - 1,
               H_MAX         = H_SYNC_END   + H_BACK,
               V_SYNC_START  = V_DISPLAY    + V_BOTTOM,
               V_SYNC_END    = V_SYNC_START + V_SYNC  - 1,
               V_MAX         = V_SYNC_END   + V_TOP;
    reg [HPOS_WIDTH - 1:0] d_hpos;
    reg [VPOS_WIDTH - 1:0] d_vpos;
    always @*
    begin
        if (hpos == H_MAX)
        begin
            d_hpos = 1'd0;
            if (vpos == V_MAX) d_vpos = 1'd0;
            else d_vpos = vpos + 1'd1;
        end
        else
        begin
          d_hpos = hpos + 1'd1;
          d_vpos = vpos;
        end
    end
         reg [1:0] clk_cnt;
        always @ (posedge clk or negedge reset)
            if (~reset) clk_cnt <= 2'b0;
            else clk_cnt <= clk_cnt + 1;
        wire clk_25 = clk_cnt [1];
    always @ (posedge clk_25 or negedge reset)
    begin
        if (~reset)
        begin
            hsync       <= 1'b0;
            vsync       <= 1'b0;
            display_on  <= 1'b0;
            hpos        <= 1'b0;
            vpos        <= 1'b0;
        end
        else 
        begin
            hsync       <= ~ (    d_hpos >= H_SYNC_START
                               && d_hpos <= H_SYNC_END   );
            vsync       <= ~ (    d_vpos >= V_SYNC_START
                               && d_vpos <= V_SYNC_END   );
            display_on  <=   (    d_hpos <  H_DISPLAY
                               && d_vpos <  V_DISPLAY    );
            hpos        <= d_hpos;
            vpos        <= d_vpos;
        end
    end
endmodule
`timescale 1ns / 1ps
module lfsr #(
    parameter WIDTH  = 16,
              TAPS   = 16'b1000000001011,
              INVERT = 0
             )
(
    input                    clk,
    input                    reset,
    input                    enable,
    output reg [WIDTH - 1:0] out
);
    wire feedback = out [WIDTH - 1] ^ INVERT;
    always @(posedge clk or negedge reset)
        if (~reset) out <= { { WIDTH - 1 { 1'b0 } }, 1'b1 };
        else if (enable) out <= { out [WIDTH - 2:0], 1'b0 } ^ (feedback ? TAPS : 0);
endmodule
`timescale 1ns / 1ps
module top
(
    input           clk,
    input           reset,
    output  [ 3:0]  vga_b,
    output  [ 3:0]  vga_g,
    output          vga_hs,
    output  [ 3:0]  vga_r,
    output          vga_vs);
    wire       display_on;
    wire [9:0] hpos;
    wire [9:0] vpos;
    wire       clk;
    wire       reset;
    vga i_vga
    (
        .clk        ( clk        ),
        .reset      ( reset      ),
        .hsync      ( vga_hs     ),
        .vsync      ( vga_vs     ),
        .display_on ( display_on ),
        .hpos       ( hpos       ),
        .vpos       ( vpos       )
    );
    wire [2:0] rgb_squares
        = hpos ==  0 || hpos == 639 || vpos ==  0 || vpos == 479 ? 3'b100 :
          hpos ==  5 || hpos == 634 || vpos ==  5 || vpos == 474 ? 3'b010 :
          hpos == 10 || hpos == 629 || vpos == 10 || vpos == 469 ? 3'b001 :
          hpos <  20 || hpos >  619 || vpos <  20 || vpos >= 459 ? 3'b000 :
          { 1'b0, vpos [4], hpos [3] ^ vpos [3] };
    wire        lfsr_enable = ! hpos [9:8] & ! vpos [9:8];
    wire [15:0] lfsr_out;
    lfsr #(16, 16'b1000000001011, 0) i_lfsr
    (
        .clk    ( clk         ),
        .reset  ( reset       ),
        .enable ( lfsr_enable ),
        .out    ( lfsr_out    )
    );
    wire star_on = & lfsr_out [15:9];
    wire [2:0] rgb = lfsr_enable ? (star_on ? lfsr_out [2:0] : 3'b0) : rgb_squares;
    assign vga_r = { 4 { rgb [2] } };
    assign vga_g = { 4 { rgb [1] } };
    assign vga_b = { 4 { rgb [0] } };
endmodule
[./run.sh]
#!/bin/bash
# OpenROAD 26Q1-2900-gdf79404cd8, Yosys 0.63+post, stock flow scripts
make -C /OpenROAD-flow-scripts/flow DESIGN_CONFIG=/design/flow/config.mk WORK_HOME=/design/flow/orfs finish
==> results.ini <==
[status]
status = finished, violations left
violations = setup timing

[clocking]
htreeDepth = 1
cts_buffers = 3
clock-root-buffer = clkbuf_8
cts_tree = yes
clock.latency.late_pin_ns = 0.25
clk_pin_slew_ns = 0.06
cts_buffer_depth = 2
holdBufCountCts = 0

[yosys]
synth.area.top_cells = dfrtp_1 39%, mux2_2 5.9%, ha_1 4.0%, xnor2_1 3.9%, buf_4 3.3%
yosys_area_mm2 = 0.002489
synth_top_area_share_pct = 39.22
largest_area_cell = dfrtp_1
synth.distinct_cells = 58
synth-edff-count = 0
yosys_most_used_dff = dfrtp_1
yosys_cells = 264
top_cells_by_count = 39 x dfrtp_1, 16 x nand2_1, 16 x nor2_1
ys_seq_share_pct = 40.27
synth-async-reset-ratio_pct = 100.0
synthCells = 264
avgSynthCellArea_um2 = 9.427
syn_area_mm2 = 0.002489
top_cell = dfrtp_1
yosysWarningCount = 2
ys.flops = 40

[final_timing]
worstMarginPinSlew_ns = 0.7345
unconstrained_endpoints = 24
fmax_ghz = 0.5752
drv_slew = 0
period_used_pct = 102.3
rsz0062_at_grt = true
unclocked_pins = 22
clock_skew_ns = 0.002212
setup_violations = 3
maxSlewHeadroom_pct = 49.77
fin_crit_ns = 1.739
worst_slack_ns = -0.03865
finalHoldViolCount = 0

[critical_path]
cp_max_fo = 3
cp_num_buf_inv = 2
critPathLaunchType = flip-flop
cp.arrival_ns = 1.40
cp_cell_sequence = nand4_1 -> nor2_2 -> and2_4 -> a32o_2 -> buf_6 -> buf_2
worstSetupPathType = reg2out
cp_data_required_time_ns = 1.36
worstSetupEndpointType = output pin
crit_family = flip-flops
r2r-start = i_lfsr.out[15]
crit_path_max_incr_delay_ns = 0.38
setup.worst_path.start = i_lfsr.out[13]
worst_path_max_delay_cell = dfrtp_1

[finish]
final_cells = 334
filler_cell_count = 441
layout-drive-gt1-share_pct = 21.72
postLayoutCellArea_mm2 = 0.002670
syn2layout_area_growth_pct = 7.290

[placed_design]
hpwl_um = 3595
port_buffers = 15
placed_area_mm2 = 0.002628
dp.cells = 326
gp_congestion = 0.8403

[pwr]
p_per_area_mw_per_mm2 = 295.7
power_leakage_nw = 1.161
ir_drop_mv = 0.4910

[min_path]
hp-class = in2async

[grt]
antenna_found_initial = 0
grt_pass1_vias = 1670
use_met2_pct = 29.18
met1_usage_pct = 38.96
top_usage_layer = met1
grt_max_degree = 23
grt_remaining_overflow = 0
grt_pass1_wl_um = 8390
met3_usage_pct = 2.958
track_usage_pct = 21.18

[die]
initCoreUtil_pct = 52.34
core-area_mm2 = 0.004755
die_h_um = 72.55
die_x_um = 72.55
chip_area_mm2 = 0.005264
std_cell_rows = 25
io-pin-count = 16

[routing]
drc = 0
drtIter0Drc = 142
postRouteAntennaNets = 0
num_vias = 1898
wl_per_cell_um = 14.80
drtPass1Iterations = 4
num_antenna_cells = 0
wl_um = 4942
vias_per_cell = 5.683

[job]
tool_warnings = 33
max-cap-violations = 0

[placed cells by master, fill, tap and decap left out, drive strengths merged, types with 10 or more instances in the layout]
| master | n |
|---|---|
| nand3 | 11 |
| buf | 23 |
| inv | 11 |
| o21ai | 12 |
| dfrtp | 39 |
| xnor2 | 11 |
| nand4 | 10 |
| nand2 | 16 |
| mux2 | 13 |
| nor3 | 10 |
| nor2 | 16 |
[registers in the layout (all words and copies together), names as in the netlist]
name and flops:
i_lfsr.out 16, i_vga.clk_cnt 2, i_vga.hpos 10, i_vga.hsync 1
i_vga.vpos 10, i_vga.vsync 1
[repair_timing]
item | 4_1_cts | 5_1_grt
endpoints found under the setup margin | 12 | 12
pin swaps | 5 | 3
buffers inserted | 2 | 2
gates resized | 30 | 11
[through the flow]
stage	setup slack [ns]	total power [mW]	hold WS [ns]	utilization, %	TNS [ns]
after global routing	-0.1102	0.8279	0.06722	56.16	-0.3652
after floorplan	0.1952	0.4360	0.04441	-	0
final	-0.03865	0.7895	0.03654	56.16	-0.1119
after detailed placement	-0.05916	0.4584	0.3186	55.26	-0.5223
after global placement	-0.02352	0.4581	0.3178	55.26	-0.2134
after CTS	-0.06663	0.8004	0.04930	55.95	-0.1970
[final cells by class]
type	count	area, µm²	area share [%]
clock buffers	4	55.05	2.062
inverters	11	41.29	1.546
multi-input cells	183	1294	48.45
flip-flops and latches	40	1002	37.54
well taps	67	83.83	3.140
repair buffers	29	193.9	7.263
[report_power, final]
part | internal, mW | leakage, nW | switching, mW
clock network | 0.205 | 0.0288 | 0.136
registers | 0.428 | 0.535 | 0
logic | 0.00231 | 0.597 | 0.0183
[path summary, 6_finish.rpt]
kind	endpoint	slack [ns]	depth (start not counted)
setup / recovery	vga_b[3]	-0.04	6
hold / removal	i_lfsr.out[1]	0.04	1
setup reg to reg	i_lfsr.out[3]	0.56	4
hold reg to reg	i_vga.clk_cnt[0]	0.44	1
max in group asynchronous	i_lfsr.out[0]	1.32	1
min in group clk0	i_vga.clk_cnt[0]	0.44	1
[logic make-up after synthesis]
group                    Yosys count  synth area share [%]
AND-OR/OR-AND                     48                 13.37
XOR/XNOR                          16                 5.631
buffers and inverters             41                 8.547
adder cells (fa/ha/maj)            8                 4.022
flip-flops                        40                 40.27
multiplexers                      14                 6.285
AND/OR/NAND/NOR                   97                 21.87
[per-layer routing]
metal / part of all wire, % / routed length (µm) / vias to the layer above
li1: - / - / 956
met1: 53 / 2603 / 910
met4: 0 / 0 / 0
met5: 0 / 0 / -
met2: 43 / 2148 / 32
met3: 3.8 / 190 / 0
Power and IR drop assume default switching activity.
